File: flow/config.mk
export PLATFORM = sky130hd
export DESIGN_NAME = ID_EX
export DESIGN_NICKNAME = ID_EX
export VERILOG_FILES = /design/flow/design.v
export SDC_FILE = /design/flow/constraint.sdc
export NUM_CORES = 4
export LEC_CHECK = 1
export CORE_AREA = 10 10 134 134
export DIE_AREA = 0 0 144 144
File: flow/constraint.sdc
current_design ID_EX

set clk_period 1.0
set clk_io_pct 0.2

create_clock -name clk0 -period $clk_period [get_ports {clk_i}]

set non_clock_inputs [all_inputs -no_clocks]
set_input_delay [expr $clk_period * $clk_io_pct] -clock clk0 $non_clock_inputs
set_output_delay [expr $clk_period * $clk_io_pct] -clock clk0 [all_outputs]
File: flow/design.v
module ID_EX
(
    clk_i,
    RegWrite_i,
    MemtoReg_i,
    MemRead_i,
    MemWrite_i,
    ALUOp_i,
    ALUSrc_i,
    data1_i,
    data2_i,
    imm_i,
    funct_i,
    RS1addr_i,
    RS2addr_i,
    RDaddr_i,
    RegWrite_o,
    MemtoReg_o,
    MemRead_o,
    MemWrite_o,
    ALUOp_o,
    ALUSrc_o,
    data1_o,
    data2_o,
    imm_o,
    funct_o,
    RS1addr_o,
    RS2addr_o,
    RDaddr_o,
);
input  clk_i, RegWrite_i, MemtoReg_i, MemRead_i, MemWrite_i, ALUSrc_i;
input [31:0] data1_i, data2_i, imm_i;
input [1:0] ALUOp_i;
input [9:0] funct_i;
input [4:0] RS1addr_i, RS2addr_i, RDaddr_i;
output reg RegWrite_o = 0, MemtoReg_o, MemRead_o, MemWrite_o = 0, ALUSrc_o;
output reg [31:0] data1_o, data2_o, imm_o;
output reg [1:0] ALUOp_o;
output reg [9:0] funct_o;
output reg [4:0] RS1addr_o, RS2addr_o, RDaddr_o;
always @ (posedge clk_i) begin
    MemtoReg_o <= MemtoReg_i;
    MemRead_o <= MemRead_i;
    MemWrite_o <= MemWrite_i;
    ALUOp_o <= ALUOp_i;
    ALUSrc_o <= ALUSrc_i;
    data1_o <= data1_i;
    data2_o <= data2_i;
    imm_o <= imm_i;
    funct_o <= funct_i;
    RS1addr_o <= RS1addr_i;
    RS2addr_o <= RS2addr_i;
    RDaddr_o <= RDaddr_i;
    RegWrite_o <= RegWrite_i;
end
endmodule
File: flow/run.sh
#!/bin/bash
# OpenROAD 26Q1-2900-gdf79404cd8, Yosys 0.63+post, stock flow scripts
make -C /OpenROAD-flow-scripts/flow DESIGN_CONFIG=/design/flow/config.mk WORK_HOME=/design/flow/orfs finish
==> flow_summary.toml <==
# physical design summary
[worst_setup_path]
crit_chain = "buf_2"
cp-start-kind = "register"
cp-end-kind = "primary output"
cp_top_family = "flip-flops"
crit_required_ps = 800
worstPathArrival_ps = 840
cp_max_fo = 1
cpMaxStageDelayCell = "dfxtp_2"
worst-path-buf-inv = 1
cp_slowest_stage_delay_ps = 310
path_class = "register to primary output"

[synthesis]
synth_area_per_cell_um2 = 20.0
ys.warnings.count = 1
yosys-top-cells-count = "dfxtp_1"
ys_seq_share_pct = 100
synth.distinct_cells = 1
yosysChipArea_mm2 = 0.00256
syn_inst = 128
top_cells_by_area = "dfxtp_1"
ys.flop_type = "dfxtp_1"
netlist.top_cell.by_area = "dfxtp_1"
synth_flops = 128
synth.most_common_cell = "dfxtp_1"
edf_count = 0
netlist_area_mm2 = 0.00256
async_flop_share_pct = 0
yosysCellCount = 128
synth_top_area_share_pct = 100

[cells_and_area]
regArea_mm2 = 0.00259
final_area_mm2 = 0.00536
post-route-util_pct = 35.4
nMultiInputCombCells = 0
fillers = 1481
combGateArea_um2 = 0
layout-drive-gt1-share_pct = 43.0
area_growth_pct = 109
stdcell_count = 602

[die]
die_h_um = 144
die_w_um = 144
core_mm2 = 0.0151
dieArea_mm2 = 0.0207
io_pins = 257
rows = 45
fp_util_pct = 16.9

[pwr]
p_per_area_mw_per_mm2 = 2260
p_leak_uw = 0.00238
p_switching_uw = 2210
p_total_uw = 12100
clkPwrFrac_pct = 48.9
ir_worst_vdd_mv = 0.992
combPwrFrac_pct = 6.2
sequentialPowerShare_pct = 44.9
p_sw_share_pct = 18.2
p_int_uw = 9920

[timing]
fin_crit_sh_pct = 104
worst_slew_pin_slew_ps = 183
max_freq_ghz = 0.965
setup_violations = 70
maxSlewViolCount = 0
slew_headroom_pct = 87.8
hold_viol_final = 0
timing.final.ws_setup_ps = -36.7
final.min_clock_period_ps = 1040
fin_setup_tns_ps = -678
grt_setup_unrepaired = "true"

[detailed_routing]
route.detailed.drc = 0
drt-vias-per-instance = 3.29
antenna_left = 0
drt_wl_total_um = 10400
initialDrtViolationCount = 26
via_count = 1982
wl_per_cell_um = 17.2
drt_pre_antenna_iters = 3

[job]
max_cap_viol_count = 0
warnings = 30

[clock_network]
cts_tree = "built"
clockRootBuffer = "clkbuf_16"
cts.sinks = 128
cts_hold_buf = 0
clk_pin_slew_ps = 50
cts_setup_buffers = 0
clock_path_buffers = 2
htreeDepth = 4
cts_buffers = 17

[placement]
place_inst = 572
io_buffers = 256
hpwl_um = 8800
placed_area_mm2 = 0.00536
place_congestion = 0.759

[global_route]
antenna_found_initial = 2
grt_max_degree = 17
grt_pass1_vias = 2263
grt-ovfl-total = 0
grt_pass1_wl_um = 14300
grt_util_all_layers_pct = 9.50

[status]
violations = "setup timing"
status = "finished with violations"

[hold_path]
min_path_type = "primary input to register"
layout by cell type, fill, tap and decap left out:
master           Yosys  layout
clkdlybuf4s50_1      0     128
buf_2                0     123
dfxtp_1            128     107
dfxtp_2              0      21
clkbuf_16            0      17
clkbuf_8             0       5
buf_6                0       5
clkinv_2             0       3
diode_2              0       2
bufinv_16            0       2
clkinvlp_4           0       1
metrics by stage:
| stage | hold slack (ps) | worst slack [ps] |
|---|---|---|
| after global routing | 199 | -85.0 |
| after floorplan | 228 | 538 |
| final | 224 | -36.7 |
| after CTS | 198 | -72.3 |
| after detailed placement | 652 | -34.0 |
| after global placement | 649 | -22.3 |
cell type report:
cell class            count  area share, %
sequential              128           48.3
timing repair buffer    256           36.4
clock buffer             22           9.22
tap                     188           4.39
clock inverter            6           1.54
antenna                   2         0.0934
sequential cells by signal, indices dropped and copies added (netlist names):
signal and cells:
ALUOp_o 2, ALUSrc_o 1, MemRead_o 1, MemWrite_o 1
MemtoReg_o 1, RDaddr_o 5, RS1addr_o 5, RS2addr_o 5
RegWrite_o 1, data1_o 32, data2_o 32, funct_o 10
imm_o 32
what timing repair did:
action,CTS,global route
setup endpoints to repair,128,128
gates resized,418,11
hold endpoints to repair,0,0
metal layers:
metal | up-vias | part of all wire, % | wire (um) | track usage (%)
met4 | 0 | 1.3 | 131 | 1.40
met5 | - | 0 | 0 | 0
li1 | 949 | - | - | -
met2 | 145 | 46 | 4810 | 14.8
met3 | 10 | 14 | 1460 | 5.99
met1 | 878 | 38 | 3950 | 11.2
worst paths after layout:
path	start	endpoint	slack, ps	cells after the start
worst max-delay path	data1_o[29]	data1_o[29]	-40	1
worst min-delay path	data1_i[29]	data1_o[29]	220	1
power by group through the flow:
stage     clock network (uW)  logic (uW)  registers, uW
5_1_grt                 6350         814           5470
6_report                5940         750           5450
4_1_cts                 6150         768           5440
kinds of logic (layout without fill, tap and decap cells):
kind of cell / after synthesis / after routing / synth area share (%)
flip-flops: 128 / 128 / 100
buffers and inverters: 0 / 284 / 0
other: 0 / 2 / 0
Power and IR drop assume default switching activity.
