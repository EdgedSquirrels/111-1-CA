[./config.mk]
export PLATFORM = sky130hd
export DESIGN_NAME = Registers
export DESIGN_NICKNAME = Registers
export VERILOG_FILES = /design/flow/design.v
export SDC_FILE = /design/flow/constraint.sdc
export NUM_CORES = 4
export LEC_CHECK = 1
export CORE_UTILIZATION = 40
[./constraint.sdc]
current_design Registers

set clk_period 5.1
set clk_io_pct 0.2

create_clock -name clk0 -period $clk_period [get_ports {clk_i}]

set non_clock_inputs [all_inputs -no_clocks]
set_input_delay [expr $clk_period * $clk_io_pct] -clock clk0 $non_clock_inputs
set_output_delay [expr $clk_period * $clk_io_pct] -clock clk0 [all_outputs]
[./design.v]
module Registers
(
    clk_i,
    RS1addr_i,
    RS2addr_i,
    RDaddr_i, 
    RDdata_i,
    RegWrite_i, 
    RS1data_o, 
    RS2data_o 
);
input               clk_i;
input   [4:0]       RS1addr_i;
input   [4:0]       RS2addr_i;
input   [4:0]       RDaddr_i;
input   [31:0]      RDdata_i;
input               RegWrite_i;
output  [31:0]      RS1data_o; 
output  [31:0]      RS2data_o;
reg signed [31:0]      register        [0:31];
assign  RS1data_o = register[RS1addr_i];
assign  RS2data_o = register[RS2addr_i];
always@(posedge clk_i) begin
    if(RegWrite_i)
        register[RDaddr_i] <= RDdata_i;
end
endmodule 
[./run.sh]
#!/bin/bash
# OpenROAD 26Q1-2900-gdf79404cd8, Yosys 0.63+post, stock flow scripts
make -C /OpenROAD-flow-scripts/flow DESIGN_CONFIG=/design/flow/config.mk WORK_HOME=/design/flow/orfs finish
==> GITHUB_STEP_SUMMARY <==
### Yosys + OpenROAD results

| Metric | Value |
|---|---|
| Fillers | 10332 |
| Crit path from | RS1addr_i[0] |
| I/O Buffers | 112 |
| Crit path DAT | 3.78 ns |
| Final Slew Violations | 0 |
| Synth cell types | 23 |
| Clock Sinks | 1024 |
| Clock tree buffer depth | 3 |
| Outcome | finished, final reports clean |
| Placed cell count | 5079 |
| Post-Syn Area | 48800 µm² |
| Internal | 14.6 mW |
| Seq cells post-synth | 1024 |
| Drt pass-1 iters | 5 |
| DR DRC count | 0 |
| Number of routed nets with antenna violations | 0 |
| Met1 usage | 0.341 |
| Synth Seq Share | 0.630 |
| Worst-path clk slew | 0.07 ns |
| Chip width | 351 µm |
| Post-synthesis cell count | 3386 |
| Clk network pwr share | 0.406 |
| Core Rows | 127 |
| Comb area | 16800 µm² |
| Final Cycle Share | 0.941 |
| Hold_buf cts | 0 |
| Mapped Avg Cell Area | 14.4 µm² |
| Total CTS buffers | 104 |
| DRT Wirelength | 152 mm |
| Largest net degree at the start of global routing | 58 |
| Largest register by flop count | register |
| WP data required | 4.08 ns |
| GRT Max-Usage Layer | met2 |
| Slew of the pin with the lowest slew margin | 0.780 ns |
| IO Pins | 113 |
| Max VDD drop | 254 µV |
| Largest register FFs | 1024 |
| Routed vias/inst | 5.90 |
| Gr ovfl total | 0 |
| Core footprint | 120000 µm² |
| Area reported by Yosys stat | 48800 µm² |
| Drt first-iter violations | 1992 |
| Ys Warns | 1 |
| Final hold violation count | 0 |
| Max Clk Rate | 0.208 GHz |
| Die area | 123000 µm² |
| Setup Buffers After CTS | 0 |
| Final setup fails | 0 |
| Vias in the first global route | 32066 |
| Synth-to-Final Area Change | 15.8% |
| Routed wire length per instance | 28.9 µm |
| Met3 Resource Use GR | 0.151 |
| Share of post-route cells with drive strength above 1 | 0.114 |
| Final TNS setup | 0 ns |
| CTS H-tree lvls | 3 |
| Hpwl dp | 89.8 mm |
| Root cell of the clock tree | clkbuf_16 |
| Post-CTS Resized | 0 |
| Gpl congestion | 0.896 |
| Relative slew slack | 0.479 |
| Critical Path End Type | output pin |
| Switch Pwr | 4.31 mW |
| Leakage | 20.8 nW |
| Total GRT Usage | 0.266 |
| Largest registers | register x1024 |
| Global Route met2 Usage | 0.399 |
| Crit Path Class | input pin to output pin |
| Via count | 31090 |
| First-pass GRT wire length | 218 mm |
| CP max FO | 23 |
| Power share of the sequential group | 0.498 |
| Min-Delay Path Class | input pin to flop |
| Yosys cell count | 3386 |
| Final Instance Count excl. Fillers | 5268 |
| CTS tree | yes |
| Max-cap violation count | 0 |
| CP startpoint kind | input pin |
| Initial antenna violation count | 5 |
| PwrDens | 334 nW/µm² |
| Storage cell area | 30700 µm² |
| Die H | 351 µm |
| Combinational Power Share | 0.096 |
| RSZ-0062 raised after global routing | false |
| Switching share of power | 0.228 |
| Critical Path Sink | RS1data_o[26] |
| Crit path time final | 4.80 ns |
| Log Warnings | 26 |
| Fp_density | 0.405 |
## placed cells by master, fill, tap and decap left out, types with 4 or more instances in the layout
cell             netlist  final
a21oi_1              192    192
a22o_1               128    128
a22oi_1              192    192
a31oi_1               64     64
buf_12                 0     63
buf_4                 47    159
bufinv_16              0     12
clkbuf_1              86     19
clkbuf_16              0    109
clkdlybuf4s50_1        0    110
clkinv_1               0     27
clkinv_2               0     17
edfxtp_1            1024   1024
mux2i_1             1024   1024
nand2_1              195    193
nand2b_2               0      4
nand3_1              194    194
nand3b_1               5      5
nor2_4                 0     34
nor2b_4                0      4
nor3_1                64     64
## metrics by stage
stage               power (mW)  hold slack [ns]  area (µm²)  setup WS [ns]   util
floorplan                 10.5             1.12       48800           1.65      -
global placement          11.4             1.85       53100          0.337  0.441
detailed placement        11.4             1.85       53100          0.317  0.441
CTS                       19.0             1.13       56500          0.314  0.469
global route              19.4             1.17       56500          0.227  0.469
finish                    18.9             1.15       56500          0.301  0.469
## cells by family after synthesis
| logic type | after synthesis | share of synthesized area |
|---|---|---|
| AOI/OAI and AO/OA | 576 | 0.0804 |
| buffers and inverters | 253 | 0.0321 |
| and+or+nand+nor | 509 | 0.0471 |
| muxes | 1024 | 0.210 |
| DFF | 1024 | 0.630 |
## layer usage
metal | up-vias | share of wire
li1 | 13782 | -
met1 | 15399 | 0.36
met2 | 1626 | 0.47
met3 | 275 | 0.14
met4 | 8 | 0.036
met5 | - | 0.0010
## layout make-up
| type | count | share of cell area |
|---|---|---|
| Antenna cell | 1 | 0.0000443 |
| Clock buffer | 128 | 0.0495 |
| Timing Repair Buffer | 334 | 0.0635 |
| Sequential cell | 1024 | 0.544 |
| Clock inverter | 60 | 0.0103 |
| Multi-Input combinational cell | 2109 | 0.297 |
| Tap cell | 1612 | 0.0357 |
## worst max-delay path, stage by stage
cell and delay (ns):
clkdlybuf4s50_1 0.67, and2_4 0.55, buf_4 0.46, a22o_1 0.21, nor3_1 0.07, a31oi_1 0.20, nand3_1 0.15, clkdlybuf4s50_1 0.44
## power by group through the flow
stage | Combinational [mW] | Sequential, mW | Clock [mW]
final | 1.81 | 9.40 | 7.66
after CTS | 1.81 | 9.40 | 7.77
after global routing | 1.92 | 9.41 | 8.08
## worst min path at each step
stage                        start                          to  slack (ns)  cells past startpoint
final                  RDdata_i[6]    register[5][6]$_DFFE_PP_        1.15                      2
after global routing  RDdata_i[28]  register[28][28]$_DFFE_PP_        1.17                      2
after CTS              RDdata_i[6]    register[4][6]$_DFFE_PP_        1.13                      2
## synth_stat cells (all sizes together)
cell type	instances	area share
or3	1	0.00013
or3b	3	0.00054
nand2b	4	0.00051
clkbuf	90	0.0072
a22oi	192	0.030
nor2	35	0.0027
nand2	195	0.015
a21oi	192	0.020
edfxtp	1024	0.63
mux2i	1024	0.21
nor2b	4	0.00051
nand3	194	0.020
buf	163	0.025
or2	2	0.00026
and2	2	0.00026
a31oi	64	0.0082
nor3	64	0.0066
nand3b	5	0.00077
a22o	128	0.023
Power and IR drop assume default switching activity.
